==> design/flow/design.v <==
module full_adder(
    input a,
    input b,
    input cin,
    output sum,
    output cout
);
    assign sum = a ^ b ^ cin;
    assign cout = (a & b) | (b & cin) | (a & cin);
endmodule
module modulo_counter(
    input clk,
    input rst,
    output [2:0] state,
    output out
);
    wire [2:0] next_count;
    reg [2:0] count;
    wire reset_count;
    reg output_reg;
    assign reset_count = (count == 3'b110);
    wire cout0, cout1;
    wire [2:0] adder_out;
    full_adder fa0(
        .a(count[0]),
        .b(1'b1),         
        .cin(1'b0),
        .sum(adder_out[0]),
        .cout(cout0)
    );
    full_adder fa1(
        .a(count[1]),
        .b(1'b0),
        .cin(cout0),
        .sum(adder_out[1]),
        .cout(cout1)
    );
    full_adder fa2(
        .a(count[2]),
        .b(1'b0),
        .cin(cout1),
        .sum(adder_out[2]),
        .cout()           
    );
    assign next_count = reset_count ? 3'b000 : adder_out;
    always @(posedge clk or posedge rst) begin
        if (rst) begin
            count <= 3'b000;
            output_reg <= 1'b0;
        end else begin
            if (count == 3'b101) begin
                output_reg <= ~output_reg;  
                count <= 3'b000;           
            end else begin
                count <= next_count;       
            end
        end
    end
    assign state = count;
    assign out = output_reg;
endmodule
==> design/flow/run.sh <==
#!/bin/bash
# OpenROAD 26Q1-2900-gdf79404cd8, Yosys 0.63+post, stock flow scripts
make -C /OpenROAD-flow-scripts/flow DESIGN_CONFIG=/design/flow/config.mk WORK_HOME=/design/flow/orfs finish
==> design/flow/config.mk <==
export PLATFORM = sky130hd
export DESIGN_NAME = modulo_counter
export DESIGN_NICKNAME = modulo_counter
export VERILOG_FILES = /design/flow/design.v
export SDC_FILE = /design/flow/constraint.sdc
export NUM_CORES = 4
export LEC_CHECK = 1
export CORE_AREA = 10 10 70 70
export DIE_AREA = 0 0 80 80
==> design/flow/constraint.sdc <==
current_design modulo_counter

set clk_period 1.6
set clk_io_pct 0.2

create_clock -name clk0 -period $clk_period [get_ports {clk}]

set non_clock_inputs [all_inputs -no_clocks]
set_input_delay [expr $clk_period * $clk_io_pct] -clock clk0 $non_clock_inputs
set_output_delay [expr $clk_period * $clk_io_pct] -clock clk0 [all_outputs]
==> results.sh <==
# implementation run metrics
export IMPL_leakage_nw=0.105
export IMPL_grt_total_usage_pct=1.51
export IMPL_drive_gt1_share_pct=14.3
export IMPL_fin_setup_tns_ps=0
export IMPL_yosysChipArea_sq_um=176
export IMPL_cpPeakStageDelay_ps=510
export IMPL_clk_pin_slew_ps=40
export IMPL_path_buffers=1
export IMPL_reg2reg_depth=2
export IMPL_top_cell_area_share_pct=56.7
export IMPL_setup_ws_ps=96.6
export IMPL_drv_cap=0
export IMPL_crit_family="buffers and inverters"
export IMPL_status="complete, no violations"
export IMPL_r2r_slack_ps=710
export IMPL_core_area_sq_mm=0.00342
export IMPL_ys_ff=4
export IMPL_timing_rr_start="count[1]"
export IMPL_fp_util_pct=5.16
export IMPL_required_ps=1280
export IMPL_dp_slack_ps=326
export IMPL_finalPower_mw=0.230
export IMPL_wl_per_cell_um=5.90
export IMPL_numCtsBuffers=3
export IMPL_area_growth_pct=61.0
export IMPL_antenna_found_initial=0
export IMPL_min_period_ps=1500
export IMPL_vias=126
export IMPL_ys_warn_count=1
export IMPL_htreeDepth=1
export IMPL_post_cts_resized=0
export IMPL_n_antenna_cell=0
export IMPL_top_level_ports=6
export IMPL_fin_util_pct=8.32
export IMPL_cts_sinks=4
export IMPL_hold_viol_final=0
export IMPL_worstMarginPinSlew_ps=211
export IMPL_timing_slew_headroom_pct=86.0
export IMPL_place_congestion=0.604
export IMPL_grt_setup_unrepaired="false"
export IMPL_netlist_top_cell_by_area="dfrtp_1"
export IMPL_cp_depth=1
export IMPL_clock_path_buffers=2
export IMPL_crit_end="state[1]"
export IMPL_drt_pass1_iter_count=2
export IMPL_fp_dieH_um=80
export IMPL_setup_violations=0
export IMPL_drtIter0Drc=25
export IMPL_finalMaxSlewViolations=0
export IMPL_setup_worst_path_class="flip-flop to output port"
export IMPL_syn_avg_cell_area_sq_um=11.0
export IMPL_synthCells=16
export IMPL_critPathLaunchType="flip-flop"
export IMPL_wl_um=395
export IMPL_grt_start_max_net_pins=7
export IMPL_ys_cells=16
export IMPL_grt_pass1_vias=133
export IMPL_cts_setup_buffers=0
export IMPL_die_w_um=80
export IMPL_synthDistinctLibCells=10
export IMPL_port_buffers=5
export IMPL_worst_path_max_delay_cell="clkdlybuf4s50_1"
export IMPL_stdcell_count=67
export IMPL_fp_row_count=21
export IMPL_cp_arrival_ps=1180
export IMPL_via_per_inst=1.88
export IMPL_largest_reg_flops=3
export IMPL_cts_hold_buf=0
export IMPL_grt_first_pass_wirelength_um=676
export IMPL_max_freq_mhz=665
export IMPL_tool_warnings=25
export IMPL_worstSkewPairLatency_ps=230
export IMPL_overflow=0
export IMPL_min_path_type="primary input to asynchronous set/reset pin"
export IMPL_cts_tree="yes"
export IMPL_rr_endpoint="output_reg"
export IMPL_cts_root_buf="clkbuf_4"
export IMPL_power_density_mw_per_mm2=811
export IMPL_ant_nets=0
export IMPL_synth_cell_area_sq_um=176
export IMPL_clock_skew_ps=0.195
export IMPL_peakVddDrop_mv=0.130
export IMPL_startpoint="count[1]"
export IMPL_dpl_cell_count=64
export IMPL_ys_seq_share_pct=56.7
export IMPL_crit_chain="clkdlybuf4s50_1"
export IMPL_cp_max_fo=6
export IMPL_finalCritPeriodShare_pct=94.0
export IMPL_drcViolationCount=0
export IMPL_chipArea_sq_mm=0.00640
export IMPL_cp_end_kind="output port"
export IMPL_area_leaders="dfrtp_1, buf_4, xnor2_1"
Yosys cell counts:
cell type and n:
dfrtp_1 4, buf_4 3, xnor2_1 2, a21oi_1 1, inv_1 1, nand2_1 1, nand2b_1 1, nand3b_1 1
nor2_1 1, o22ai_1 1
routing by layer:
metal	vias to the layer above	track usage, %	wire (um)
li1	60	-	-
met1	58	1.47	143
met2	8	1.69	159
met3	0	2.27	92
met4	0	0.352	0
met5	-	0	0
worst reg2reg max path: cells and delay by family (launching register included):
family	cells	cell delay (ps)
and+or+nand+nor	1	200
xor gates and xnor gates	1	130
DFF	1	440
power breakdown:
part	switching (mW)	internal [mW]	leakage [nW]
clock	0.0405	0.0838	0.0138
sequential	0	0.102	0.0566
combinational	0.00208	0.00228	0.0342
total	0.0426	0.188	0.105
worst min path at each step:
stage / from / depth (start not counted) / slack (ps) / end
4_1_cts: rst / 2 / 270 / count[2]
5_1_grt: rst / 2 / 270 / count[1]
6_report: rst / 2 / 270 / count[0]
cell usage in the layout (no fill, tap or decap):
cell	n
clkdlybuf4s50_1	5
dfrtp_1	4
clkbuf_4	3
xnor2_1	2
nor2_1	1
a21oi_1	1
nand2b_1	1
nand2_1	1
o22ai_1	1
inv_1	1
nand3b_1	1
metrics by stage:
| step | hold slack (ps) | area, sq um |
|---|---|---|
| after floorplan | 86.1 | 176 |
| after global placement | 464 | 262 |
| after detailed placement | 466 | 262 |
| after CTS | 267 | 284 |
| after global routing | 272 | 284 |
| final | 268 | 284 |
cell type report:
cell class | count | area, sq um
clock buffer | 3 | 22.5
fill | 408 | 3130
inverter | 1 | 3.75
multi-input combinational | 8 | 50.0
sequential | 4 | 100
tap | 46 | 57.6
timing repair buffer | 5 | 50.0
cells by family (layout without fill, tap and decap cells):
kind of cell	after synthesis	count (layout)	synth area share, %
AND-OR/OR-AND	2	2	6.38
XOR/XNOR	2	2	9.93
flip-flops	4	4	56.7
buffers and inverters	4	9	14.9
AND/OR/NAND/NOR	4	4	12.1
Power figures rest on the tool's default switching activity, not on a simulated workload.
